### config.mk
export PLATFORM = sky130hd
export DESIGN_NAME = uart_rx
export DESIGN_NICKNAME = uart_rx
export VERILOG_FILES = /design/flow/design.v
export SDC_FILE = /design/flow/constraint.sdc
export NUM_CORES = 4
export LEC_CHECK = 1
export CORE_AREA = 10 10 106 106
export DIE_AREA = 0 0 116 116
### design.v
module uart_rx #(
    parameter [15:0] CFG_BAUD_DIV    = 'h55,
    parameter [ 2:0] CFG_TARGET_BITS = 'h7 ,
    parameter [ 0:0] CFG_PARITY_EN   = 'b1 ,
    parameter [ 1:0] CFG_PARITY_SEL  = 'h0 
)(
    input  wire        clk_i        ,
    input  wire        rstn_i       ,
    input  wire        rx_i         ,
    output wire        busy_o       ,
    output wire        err_o        ,
    output wire [7:0]  rx_data_o    ,
    output reg         rx_valid_o   ,
    input  wire        rx_ready_i
);
localparam [2:0] IDLE      = 3'd0;
localparam [2:0] START_BIT = 3'd1;
localparam [2:0] DATA      = 3'd2;
localparam [2:0] SAVE_DATA = 3'd3;
localparam [2:0] PARITY    = 3'd4;
localparam [2:0] STOP_BIT  = 3'd5;
reg [2:0]  CS, NS;
reg [7:0]  reg_data          ;
reg [7:0]  reg_data_next     ;
reg [2:0]  reg_rx_sync       ;
reg [2:0]  reg_bit_count     ;
reg [2:0]  reg_bit_count_next;
reg        parity_bit        ;
reg        parity_bit_next   ;
reg        sampleData        ;
reg [15:0] baud_cnt          ;
reg        baudgen_en        ;
reg        bit_done          ;
reg        start_bit ;
reg        parity_err;
wire       s_rx_fall ;
assign busy_o = (CS != IDLE);
always @(*) begin
    NS = CS;
    sampleData = 1'b0;
    reg_bit_count_next = reg_bit_count;
    reg_data_next = reg_data;
    rx_valid_o = 1'b0;
    baudgen_en = 1'b0;
    start_bit = 1'b0;
    parity_bit_next = parity_bit;
    parity_err = 1'b0;
    case (CS)
    IDLE: begin
        if (s_rx_fall) begin
            NS         = START_BIT;
            baudgen_en = 1'b1;
            start_bit  = 1'b1;
        end
    end
    START_BIT: begin
        parity_bit_next = 1'b0;
        baudgen_en      = 1'b1;
        start_bit       = 1'b1;
        if (bit_done) NS = DATA;
    end
    DATA: begin
        baudgen_en      = 1'b1;
        parity_bit_next = parity_bit ^ reg_rx_sync[2];
        case (CFG_TARGET_BITS)
            3'd5: reg_data_next = {3'b0, reg_rx_sync[2], reg_data[4:1]};
            3'd6: reg_data_next = {2'b0, reg_rx_sync[2], reg_data[5:1]};
            3'd7: reg_data_next = {1'b0, reg_rx_sync[2], reg_data[6:1]};
            3'd8: reg_data_next = {reg_rx_sync[2], reg_data[7:1]};
        endcase
        if (bit_done) begin
            sampleData = 1'b1;
            if (reg_bit_count == CFG_TARGET_BITS) begin
                reg_bit_count_next = 'h0;
                NS = SAVE_DATA;
            end else begin
                reg_bit_count_next = reg_bit_count + 1;
             end
        end
    end
    SAVE_DATA: begin
        baudgen_en = 1'b1;
        rx_valid_o = 1'b1;
        if (rx_ready_i) begin
            if (CFG_PARITY_EN) NS = PARITY;
            else NS = STOP_BIT;
        end
    end
    PARITY: begin
        baudgen_en = 1'b1;
        if (bit_done) begin
            case (CFG_PARITY_SEL)
            2'b00:
                if (reg_rx_sync[2] != ~parity_bit) parity_err = 1'b1;
            2'b01:
                if (reg_rx_sync[2] != parity_bit) parity_err = 1'b1;
            2'b10:
                if (reg_rx_sync[2] != 1'b0) parity_err = 1'b1;
            2'b11:
                if (reg_rx_sync[2] != 1'b1) parity_err = 1'b1;
            endcase
            NS = STOP_BIT;
        end
    end
    STOP_BIT: begin
        baudgen_en = 1'b1;
        if (bit_done) NS = IDLE;
    end
    default: NS = IDLE;
    endcase
end
always @(posedge clk_i or negedge rstn_i) begin
    if (rstn_i == 1'b0) begin
        CS            <= IDLE;
        reg_data      <= 8'hff;
        reg_bit_count <= 'h0;
        parity_bit    <= 1'b0;
    end else begin
        if (bit_done)
            parity_bit <= parity_bit_next;
        if (sampleData)
            reg_data <= reg_data_next;
        reg_bit_count <= reg_bit_count_next;
        CS <= NS;
    end
end
assign s_rx_fall = ~reg_rx_sync[1] & reg_rx_sync[2];
always @(posedge clk_i or negedge rstn_i) begin
    if (rstn_i == 1'b0)
        reg_rx_sync <= 3'b111;
    else
        reg_rx_sync <= {reg_rx_sync[1:0], rx_i};
end
always @(posedge clk_i or negedge rstn_i) begin
    if (rstn_i == 1'b0) begin
        baud_cnt <= 'h0;
        bit_done <= 1'b0;
    end else if (baudgen_en) begin
        if (!start_bit && (baud_cnt == CFG_BAUD_DIV)) begin
            baud_cnt <= 'h0;
            bit_done <= 1'b1;
        end else if (start_bit && (baud_cnt == {1'b0, CFG_BAUD_DIV[15:1]})) begin
            baud_cnt <= 'h0;
            bit_done <= 1'b1;
        end else begin
            baud_cnt <= baud_cnt + 1;
            bit_done <= 1'b0;
        end
    end else begin
            baud_cnt <= 'h0;
            bit_done <= 1'b0;
    end
end
assign err_o = parity_err;
assign rx_data_o = reg_data;
endmodule
### constraint.sdc
current_design uart_rx

set clk_period 3.6
set clk_io_pct 0.2

create_clock -name clk0 -period $clk_period [get_ports {clk_i}]

set non_clock_inputs [all_inputs -no_clocks]
set_input_delay [expr $clk_period * $clk_io_pct] -clock clk0 $non_clock_inputs
set_output_delay [expr $clk_period * $clk_io_pct] -clock clk0 [all_outputs]
### run.sh
#!/bin/bash
# OpenROAD 26Q1-2900-gdf79404cd8, Yosys 0.63+post, stock flow scripts
make -C /OpenROAD-flow-scripts/flow DESIGN_CONFIG=/design/flow/config.mk WORK_HOME=/design/flow/orfs finish
==> impl_metrics.py <==
# Metrics from the implementation run
metrics = {
    "run_status": {
        "outcome": "finished, final reports clean",
    },
    "placement": {
        "dpl.hpwl_microns": 2170,
        "place_ws_ns": 1.52,
        "numPlacedInstances": 273,
        "io_buffer_count": 14,
        "place_area_sq_um": 2020,
        "place_congestion": 0.790,
    },
    "logic_synthesis": {
        "ys_area_sq_um": 1770,
        "synthArstFlopShare": 1.00,
        "ys_seq_share": 0.502,
        "ys_warn_count": 2,
        "netlist_area_sq_um": 1770,
        "synth.avg_cell_area_sq_um": 11.3,
        "syn_inst": 157,
        "synthFlopType": "dfrtp_1",
        "edf_count": 0,
        "ys_types": 41,
        "ys_ff": 35,
        "yosys_cells": 157,
    },
    "setup_path": {
        "r2r_cells": 4,
        "critical_path_arrival_ns": 1.66,
        "cp_slowest_cell": "dfrtp_1",
        "path_max_fanout": 12,
        "path_class": "flip-flop to output port",
        "timing.rr.end": "bit_done",
        "cp-startpoint": "CS[2]",
        "end_kind": "output port",
        "endpoint": "err_o",
        "start_kind": "flip-flop",
        "max_stage_delay_ns": 0.53,
        "r2r_slack_ns": 1.81,
        "crit_required_ns": 2.88,
        "worstPathCellList": "nand2_1 -> nor4_1 -> clkdlybuf4s50_1",
        "reg2reg_from": "reg_rx_sync[1]",
    },
    "sta": {
        "fmax_mhz": 419,
        "rsz0062_at_grt": "false",
        "worst_slew_pin_slew_ns": 0.583,
        "min_period_ns": 2.38,
        "maxSlewHeadroom": 0.611,
        "slew_viol_final": 0,
        "final-setup-viol-count": 0,
        "tns_ns": 0,
        "finalHoldViolations": 0,
        "postLayoutSetupSlackWorst_ns": 1.22,
        "finalClockPeriodUsage": 0.662,
        "skew_ns": 0.0123,
    },
    "die": {
        "core_area_sq_um": 8850,
        "ios": 15,
        "die_w_microns": 116,
        "die_h_microns": 116,
        "die-area_sq_um": 13500,
        "fp_util": 0.200,
        "row_count": 34,
    },
    "cts": {
        "cts_max_level": 2,
        "post-cts-setup-buffers": 0,
        "cts_made_buffers": 5,
        "cts_hold_buf": 0,
        "clkSinkCount": 35,
        "clkTransAtPathRegs_ns": 0.07,
        "cts_tree": "built",
        "clk_latency_ns": 0.30,
        "root_buffer": "clkbuf_8",
        "cts.path.max_buffers": 2,
        "post_cts_resized": 0,
    },
    "layout": {
        "syn_to_final_growth_pct": 20.7,
        "drive_above_1_share": 0.237,
        "final_cell_area_sq_um": 2140,
        "fillCellCount": 922,
        "final_cells": 281,
    },
    "grt": {
        "grt_first_pass_wirelength_microns": 5530,
        "grt_max_degree": 36,
        "busiest_layer": "met1",
        "grt_pass1_vias": 1131,
        "antenna_found_initial": 0,
        "met2_usage": 0.0709,
        "grt_use_met1": 0.0724,
        "grt_overflow": 0,
        "grt_util_all_layers": 0.0487,
        "grt_use_met3": 0.0131,
    },
    "routing": {
        "drc_errors": 0,
        "dr.pass1.iters": 4,
        "drtIter0Drc": 61,
        "vias_per_cell": 4.18,
        "wire_per_inst_microns": 11.2,
        "ant_nets": 0,
        "wirelength_microns": 3140,
        "diodes": 0,
        "via_count": 1174,
    },
    "run": {
        "warning_count": 27,
        "cap_violations": 0,
    },
    "pwr": {
        "vdd_ir_drop_max_v": 0.000293,
        "p_total_mw": 1.13,
        "combPwrFrac": 0.188,
        "intPower_uw": 780,
        "p_per_area_nw_per_um2": 530,
        "power_frac_clock": 0.334,
        "seqPwrFrac": 0.478,
        "switching_share": 0.312,
        "p_leak_nw": 0.871,
        "p_switching_uw": 355,
    },
    "worst_hold_path": {
        "hold_path_class": "flip-flop to flip-flop",
    },
}
-- per-stage QoR --
step | hold slack [ns] | util
after floorplan | 0.345 | -
after global placement | 0.348 | 0.228
after detailed placement | 0.348 | 0.228
after CTS | 0.359 | 0.242
after global routing | 0.362 | 0.242
final | 0.358 | 0.242
-- cell type report --
type	instances	area [sq um]	area share
multi-input cells	108	821	0.383
well taps	108	135	0.0631
flip-flops and latches	35	890	0.416
clock buffers	6	82.6	0.0386
clock inverters	2	38.8	0.0181
inverters	7	26.3	0.0123
repair buffers	15	148	0.0690
-- per-layer routing --
layer	share of wire	wire (microns)
met1	0.51	1610
met2	0.43	1340
met3	0.042	132
met4	0.018	56
met5	0	0
-- worst min-delay path by stage --
stage                   from        endpoint  slack, ns  cells after the start
CTS           reg_rx_sync[0]  reg_rx_sync[1]       0.36                      0
global route  reg_rx_sync[0]  reg_rx_sync[1]       0.36                      0
finish        reg_rx_sync[0]  reg_rx_sync[1]       0.36                      0
-- registers in the layout (all words and copies together), names as in the netlist --
register and count:
reg_rx_sync 3, CS 3, bit_done 1, reg_bit_count 3
reg_data 8, parity_bit 1, baud_cnt 16
-- Yosys cell counts (3+ instances only) --
| library cell | number | share of area |
|---|---|---|
| inv_1 | 7 | 0.015 |
| buf_2 | 4 | 0.011 |
| a211oi_1 | 7 | 0.030 |
| mux2_2 | 10 | 0.064 |
| dfrtp_1 | 24 | 0.34 |
| nor2_1 | 14 | 0.030 |
| xnor2_1 | 13 | 0.064 |
| nor2_2 | 3 | 0.011 |
| nand2_1 | 8 | 0.017 |
| o21ai_0 | 4 | 0.011 |
| nor4_1 | 5 | 0.018 |
| dfstp_2 | 11 | 0.16 |
| nand3_1 | 6 | 0.017 |
| ha_1 | 5 | 0.035 |
| nor3_1 | 5 | 0.014 |
-- placed cells by master, fill, tap and decap left out, types with 2 or more instances in the layout --
master / netlist / routed
ha_1: 5 / 5
o21ai_0: 4 / 4
clkbuf_8: 0 / 6
nor2_1: 14 / 14
xor2_1: 2 / 2
nor2_2: 3 / 3
inv_1: 7 / 7
a211oi_1: 7 / 7
nor3_1: 5 / 5
nand2_1: 8 / 8
xnor2_1: 13 / 13
dfstp_2: 11 / 11
nand3b_1: 2 / 2
mux2_2: 10 / 10
clkdlybuf4s50_1: 0 / 14
nand2b_1: 2 / 2
dfrtp_1: 24 / 24
nor4_1: 5 / 5
nor4_2: 2 / 2
nand3_1: 6 / 6
nand4_2: 2 / 2
-- power groups by stage --
stage         logic (mW)  clock network (mW)  registers (mW)
finish             0.213               0.379           0.543
CTS                0.218               0.387           0.542
global route       0.245               0.402           0.553
-- worst max-delay path: cells and delay by family (launching register included) --
family	cells	cell delay [ns]
flops	1	0.53
buf+inv	1	0.50
simple gates	2	0.35
-- kinds of logic after synthesis --
family,share of synthesized area
fa+ha+maj,0.0353
flops,0.502
mux,0.0776
xor+xnor,0.0741
simple gates,0.207
buf+inv,0.0353
compound gates,0.0692
Power and IR drop assume default switching activity.
