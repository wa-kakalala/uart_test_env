==> /design/flow/design.v <==
module uart_tx #(
    parameter [15:0] CFG_BAUD_DIV    = 'h55,
    parameter [ 2:0] CFG_TARGET_BITS = 'h7 ,
    parameter [ 0:0] CFG_PARITY_EN   = 'b0 ,
    parameter [ 1:0] CFG_PARITY_SEL  = 'h0 ,
    parameter [ 0:0] CFG_STOP_BITS   = 'b0 
)(
    input  wire        clk_i        ,
    input  wire        rstn_i       ,
    output reg         tx_o         ,
    output wire        busy_o       ,
    input  wire [7:0]  tx_data_i    ,
    input  wire        tx_valid_i   ,
    output reg         tx_ready_o
);
localparam [2:0] IDLE           = 3'd0;
localparam [2:0] START_BIT      = 3'd1;
localparam [2:0] DATA           = 3'd2;
localparam [2:0] PARITY         = 3'd3;
localparam [2:0] STOP_BIT_FIRST = 3'd4;
localparam [2:0] STOP_BIT_LAST  = 3'd5;
reg [2:0]  CS,NS;
reg [7:0]  reg_data          ;
reg [7:0]  reg_data_next     ;
reg [2:0]  reg_bit_count     ;
reg [2:0]  reg_bit_count_next;
reg        parity_bit        ;
reg        parity_bit_next   ;
reg        sampleData        ;
reg [15:0] baud_cnt          ;
reg        baudgen_en        ;
reg        bit_done          ;
assign busy_o = (CS != IDLE);
always @(*) begin
    NS                 = CS;
    tx_o               = 1'b1;
    sampleData         = 1'b0;
    reg_bit_count_next = reg_bit_count;
    reg_data_next      = {1'b1, reg_data[7:1]};
    tx_ready_o         = 1'b0;
    baudgen_en         = 1'b0;
    parity_bit_next    = parity_bit;
    case (CS)
    IDLE: begin
        tx_ready_o = 1'b1;
        if (tx_valid_i) begin
            NS            = START_BIT;
            sampleData    = 1'b1;
            reg_data_next = tx_data_i;
        end
    end
    START_BIT: begin
        tx_o            = 1'b0;
        parity_bit_next = 1'b0;
        baudgen_en      = 1'b1;
        if (bit_done)
            NS = DATA;
    end
    DATA: begin
        tx_o            = reg_data[0];
        baudgen_en      = 1'b1;
        parity_bit_next = parity_bit ^ reg_data[0];
        if (bit_done) begin
            if (reg_bit_count == CFG_TARGET_BITS) begin
                reg_bit_count_next = 'h0;
                if (CFG_PARITY_EN)
                    NS = PARITY;
                else
                    NS = STOP_BIT_FIRST;
            end else begin
                reg_bit_count_next = reg_bit_count + 1;
                sampleData         = 1'b1;
            end
        end
    end
    PARITY: begin
        case (CFG_PARITY_SEL)
            2'b00: tx_o = ~parity_bit;
            2'b01: tx_o = parity_bit;
            2'b10: tx_o = 1'b0;
            2'b11: tx_o = 1'b1;
        endcase
        baudgen_en = 1'b1;
        if (bit_done)
            NS = STOP_BIT_FIRST;
    end
    STOP_BIT_FIRST: begin
        tx_o       = 1'b1;
        baudgen_en = 1'b1;
        if (bit_done) begin
            if (CFG_STOP_BITS)
                NS = STOP_BIT_LAST;
            else
                NS = IDLE;
        end
    end
    STOP_BIT_LAST: begin
        tx_o = 1'b1;
        baudgen_en = 1'b1;
        if (bit_done)
            NS = IDLE;
    end
    default: NS = IDLE;
    endcase
end
always @(posedge clk_i or negedge rstn_i) begin
    if (rstn_i == 1'b0) begin
        CS            <= IDLE;
        reg_data      <= 8'hff;
        reg_bit_count <= 'h0;
        parity_bit    <= 1'b0;
    end else begin
        if (bit_done)
            parity_bit <= parity_bit_next;
        if (sampleData)
            reg_data   <= reg_data_next;
        reg_bit_count  <= reg_bit_count_next;
        CS <= NS;
    end
end
always @(posedge clk_i or negedge rstn_i) begin
    if (rstn_i == 1'b0) begin
        baud_cnt <= 'h0;
        bit_done <= 1'b0;
    end else if (baudgen_en) begin
        if (baud_cnt == CFG_BAUD_DIV) begin
            baud_cnt <= 'h0;
            bit_done <= 1'b1;
        end
        else begin
            baud_cnt <= baud_cnt + 1;
            bit_done <= 1'b0;
        end
end else begin
        baud_cnt <= 'h0;
        bit_done <= 1'b0;
    end
end
//synopsys translate_off
always @(posedge clk_i or negedge rstn_i) begin
    if ((tx_valid_i & tx_ready_o) & rstn_i)
        $fwrite(32'h80000002, "%c", tx_data_i);
end
//synopsys translate_on    
endmodule
==> /design/flow/run.sh <==
#!/bin/bash
# OpenROAD 26Q1-2900-gdf79404cd8, Yosys 0.63+post, stock flow scripts
make -C /OpenROAD-flow-scripts/flow DESIGN_CONFIG=/design/flow/config.mk WORK_HOME=/design/flow/orfs finish
==> /design/flow/config.mk <==
export PLATFORM = sky130hd
export DESIGN_NAME = uart_tx
export DESIGN_NICKNAME = uart_tx
export VERILOG_FILES = /design/flow/design.v
export SDC_FILE = /design/flow/constraint.sdc
export NUM_CORES = 4
export LEC_CHECK = 1
export CORE_AREA = 10 10 102 102
export DIE_AREA = 0 0 112 112
==> /design/flow/constraint.sdc <==
current_design uart_tx

set clk_period 3.8
set clk_io_pct 0.2

create_clock -name clk0 -period $clk_period [get_ports {clk_i}]

set non_clock_inputs [all_inputs -no_clocks]
set_input_delay [expr $clk_period * $clk_io_pct] -clock clk0 $non_clock_inputs
set_output_delay [expr $clk_period * $clk_io_pct] -clock clk0 [all_outputs]
==> changes_impl.md <==
## Flow update

- Status: complete, no violations
- Final wirelength: 3.258 mm
- Die Width: 112 um
- Mean post-synth cell area: 10.43 sq um
- Area of the core: 8217 sq um
- # DRC: 0
- Crit start category: register
- Tightest Hold Check Type: reg -> reg
- Flop area: 810.8 sq um
- Fin Hold WS: 463.5 ps
- FF+latch count, synth: 32
- Final min period: 2599 ps
- Final GP Congestion: 0.7909
- Worst slew margin: 60.80%
- Clock root cell: clkbuf_8
- CTS tree: yes
- Synth Cell Area: 1804 sq um
- Ant diodes: 0
- Critical path data required time: 3040 ps
- Final Skew: 7.465 ps
- Most numerous logic cells after layout: dfrtp_1, nor2_1, nand2_1
- Clk buf depth: 2
- Layout fillers: 843
- Yosys warning count: 2
- Worst setup margin: 1201 ps
- Fmax achieved: 384.8 MHz
- Post CTS Setup Buffer Count: 0
- Distinct cells, synth: 41
- Slowest stage delay, CP: 470 ps
- I/O Buffers: 13
- Final hold viol count: 0
- CP Max Fanout: 8
- Setup TNS: 0 ps
- First-pass GRT wire length: 6.044 mm
- Hpwl dp: 2.228 mm
- Ys cells: 173
- Max-cap violation count: 0
- Chip area: 12540 sq um
- CTS H-tree lvls: 2
- Critical path type: reg -> out
- Post-cts resize count: 0
- Slew Limit Fails: 0
- WP buf/inv: 3
- Final instance area: 2153 sq um
- GRT Total Usage: 5.584%
- Seq/Total Area, Yosys: 44.94%
- Hold_buf cts: 0
- Vias per cell: 4.217
- Wire per inst: 11.04 um
- Vias in the first global route: 1228
- Most used logic cell in the final layout: dfrtp_1
- Antenna Violating Nets Remaining: 0
- Leakage power: 0.9006 nW
- Logic area: 905.9 sq um
- Tool warnings: 28
- Crit end category: output pin
- P per Cell Area: 332.8 nW/um^2
- RSZ-0062 raised after global routing: no
- Pin count of the biggest net entering global routing: 33
- Die y size: 112 um
- Drt initial violations: 88
- Crit path max-delay family: buffers and inverters
- Placed Instance Area: 2027 sq um
- Std-Cell Rows: 33
- Worst EP arrival: 1840 ps
- Insertion delay at the late pin of the worst-skew pair: 280 ps
- Critical-path top delay cell: dfrtp_1
- Place WS: 1446 ps
- Io pins: 14
- VDD IR max: 0.1722 mV
- Tot Pwr: 716.5 uW
- R2R setup slack: 2080 ps
- Clk slew on worst S/H paths: 70 ps
- Cts bufs inserted: 5
- Crit path cell chain: inv_1 -> ha_1 -> inv_1 -> a21oi_1 -> a21oi_1 -> clkdlybuf4s50_1
- Worst Max-Slew Pin Slew: 586.2 ps
- Period utilization: 68.39%
- Chip Area, Yosys: 1804 sq um
- 1st-pass router iterations: 4
- Area Growth Syn to Fin: 19.35%
- Setup violators final: 0
- Initial antenna violation count: 0
- Gr ovfl total: 0
- Cell count after synthesis: 173
- Vias: 1244
- Share of cells above drive strength 1: 17.89%
- Initial core utilization: 21.96%
- Clk sinks: 32
==> report_power, final <==
part	switching, mW	internal, mW	leakage, nW
clock	0.125	0.231	0.0645
sequential	0	0.341	0.398
combinational	0.00836	0.0105	0.438
==> cells by family after synthesis <==
family / Yosys count / synth area share, %
AND-OR/OR-AND: 24 / 7.629
XOR/XNOR: 14 / 6.796
multiplexers: 11 / 6.311
flip-flops: 32 / 44.94
adder cells (fa/ha/maj): 7 / 4.854
AND/OR/NAND/NOR: 69 / 24.62
buffers and inverters: 16 / 4.854
==> registers in the layout, indices dropped and copies added, names as in the netlist <==
register / count
reg_data: 8
bit_done: 1
reg_bit_count: 3
CS: 3
baud_cnt: 16
parity_bit: 1
==> cells in the mapped netlist (all sizes together) <==
master	instances	area, sq um
and4b	2	20.02
nor3	3	15.01
o22ai	1	6.260
dfstp	8	210.2
nor3b	2	26.28
and3	1	6.260
o21a	1	7.510
nor2b	4	25.02
ha	7	87.58
o21ai	13	65.06
nor2	19	76.32
dfrtp	24	600.6
mux2	3	33.78
and2	1	6.260
a2bb2oi	1	8.760
o211ai	1	12.51
nand3	6	40.04
nand2	16	65.06
xnor2	13	113.9
xor2	1	8.760
inv	11	41.29
buf	5	46.29
mux2i	8	80.08
nand4	4	46.29
nand2b	2	12.51
a22oi	1	7.510
nor4	8	96.34
a21oi	6	30.03
and3b	1	8.760
==> final cells by class <==
class | instances | area share [%]
multi-input cells | 125 | 42.07
flip-flops and latches | 32 | 37.65
repair buffers | 14 | 6.392
well taps | 105 | 6.101
clock buffers | 7 | 4.474
inverters | 11 | 1.917
clock inverters | 1 | 1.395
==> tightest hold or removal path, delay by kind of cell, from the launching register on <==
kind               cells  cell delay, ps
DFF                    1             370
and+or+nand+nor        1              40
AOI/OAI and AO/OA      1              50
==> final timing paths <==
path | startpoint | to | cells after the start
worst max-delay path | CS[2] | tx_o | 6
worst min-delay path | reg_data[1] | reg_data[1] | 2
worst max register to register | CS[1] | baud_cnt[14] | 5
worst min register to register | reg_data[1] | reg_data[1] | 2
max in group asynchronous | rstn_i | reg_data[4] | 2
min in group asynchronous | rstn_i | parity_bit | 2
==> layer usage <==
layer	track usage, %	wire length, um	part of all wire (%)	up-vias
met3	2.226	161	4.9	4
met2	8.003	1411	43	16
li1	-	-	-	622
met4	0.5922	27	0.83	0
met1	8.019	1658	51	602
met5	0	0	0	-
==> per-stage QoR <==
stage               util, %  instances
detailed placement    24.67        287
floorplan                 -        173
global placement      24.67        287
CTS                   26.21        295
global route          26.21        295
finish                26.21        295
Power is estimated from default activity; no workload was simulated.
